--- /design/flow/run.sh ---
#!/bin/bash
# OpenROAD 26Q1-2900-gdf79404cd8, Yosys 0.63+post, stock flow scripts
make -C /OpenROAD-flow-scripts/flow DESIGN_CONFIG=/design/flow/config.mk WORK_HOME=/design/flow/orfs finish
--- /design/flow/config.mk ---
export PLATFORM = sky130hd
export DESIGN_NAME = gen_round_robin
export DESIGN_NICKNAME = gen_round_robin
export VERILOG_FILES = /design/flow/design.v
export SDC_FILE = /design/flow/constraint.sdc
export NUM_CORES = 4
export LEC_CHECK = 1
export CORE_AREA = 10 10 77 77
export DIE_AREA = 0 0 87 87
--- /design/flow/constraint.sdc ---
current_design gen_round_robin

set clk_period 5.5
set clk_io_pct 0.2

create_clock -name clk0 -period $clk_period [get_ports {clk}]

set non_clock_inputs [all_inputs -no_clocks]
set_input_delay [expr $clk_period * $clk_io_pct] -clock clk0 $non_clock_inputs
set_output_delay [expr $clk_period * $clk_io_pct] -clock clk0 [all_outputs]
--- /design/flow/design.v ---
module gen_ms1_ls1 #( parameter W = 128 )
(
 input  wire [W-1:0] in,
 output wire [W-1:0] select,
 input  wire ls_mode
);
reg [W-1:0] mat[W-1:0];
reg [W-1:0] select_int;
function [W-1:0] bit_swizzle;
 input [W-1:0] in;
 reg [W-1:0] out;
 integer x;
 begin
  for (x=0;x<W;x=x+1) out[(W-1-x)] = in[x];
  bit_swizzle = out;
 end 
endfunction
integer i,k;
wire [W-1:0] in_int = ls_mode ? bit_swizzle(in) : in;
assign select = ls_mode ? bit_swizzle(select_int) : select_int;
always @* begin
   mat[W-1] = {W{1'b0}};
   for (i=W-2;i>=0;i=i-1) mat[i] = {1'b1,mat[i+1][W-1:1]};
   select_int[W-1] = in_int[W-1];
   for (k=0;k<W;k=k+1) select_int[k] = ~|(mat[k]&in_int)&in_int[k];  
end
endmodule
module gen_round_robin(
 clk,
 reset_n,
 sp,
 in,
 arb,
 restart,
 restart_in,
 select,
 last
);
parameter 
       W = 8;
input clk;
input reset_n;
input sp;  
input [W-1:0] in;  
input arb;  
input restart;  
input [W-1:0] restart_in;  
output [W-1:0] select;  
output [W-1:0] last;  
reg [W-1:0] last;
reg [2*W-1:0] vec[W-1:0];
reg [W-1:0] vec_inv[2*W-1:0];
reg [2*W-1:0] mat[W-1:0];
reg [2*W-1:0] sp_in;
wire [2*W-1:0] sp_select;
integer i,j;
parameter
     L = 2048'h0,
	 H = 2048'h1;
wire [W-1:0] base = restart ? {restart_in[W-2:0],restart_in[W-1]} : last;
always @(*) begin
 mat[0] = {{W-1{1'b0}},{W{1'b1}},1'b0};
 for (i=1;i<W;i=i+1) mat[i] = {mat[i-1][2*W-2:0],1'b0};
 for (i=0;i<W;i=i+1) vec[i] = base[i] ? (mat[i]&{in,in}) : L[2*W-1:0];
 for (j=0;j<W;j=j+1) for (i=0;i<2*W;i=i+1) vec_inv[i][j] = vec[j][i];
 for (i=0;i<2*W;i=i+1) sp_in[i] = sp ? in[i%W] : |vec_inv[i];
end
gen_ms1_ls1 #(.W(2*W)) gen_ms1_ls1(
 .ls_mode(1'b1),
 .in(sp_in),
 .select(sp_select)
);
wire [W-1:0] select = (sp_select[2*W-1:W])|(sp_select[W-1:0]); 
always @(posedge clk or negedge reset_n)
  begin
    if (~reset_n) last <= H[W-1:0];
     else
    if (arb) last <= select;    
  end 
endmodule
==> impl_metrics.yaml <==
# physical design summary
outcome:
  status: "complete, no violations"
critical_path:
  cp.buffers_inverters: 2
  path_delay_family: "simple AND/OR/NAND/NOR gates"
  cp.depth: 9
  cp_data_arrival_time_ps: 4020
  cp_data_required_time_ps: 4400
  reg2regPathDepth: 7
  max_stage_delay_ps: 590
  path_cells: "clkdlybuf4s50_1 > nor4b_4 > nor2_2 > o31ai_1 > nand4_2 > nor4_2 > a31oi_1 > nor2b_1 > clkdlybuf4s50_1"
  end_kind: "primary output"
  worstSetupStartpointType: "input pin"
  path_max_fanout: 6
  critPathKind: "input pin to primary output"
  cpMostUsedCell: "clkdlybuf4s50_1"
  slowest_stage: "clkdlybuf4s50_1"
clock_network:
  ctsHoldBuffers: 0
  cts_tree: "yes"
  clk_pin_slew_worst_paths_ps: 40
  clock_tree.buffer_depth: 2
  cts.sinks: 8
  root_buffer: "clkbuf_8"
  cts_buffers: 3
  htreeDepth: 1
  clock_latency_ps: 230
final_timing:
  skew_ps: 5.579
  tns_ps: 0
  max_slew.worst_pin.slew_ps: 505.5
  final-setup-viol-count: 0
  max_freq_mhz: 195.4
  finalCriticalPeriod_ps: 5116
  drv_slew: 0
  period_used_pct: 93.03
  report.final.hold_viol_count: 0
  timing.max_slew.rel_slack_pct: 66.19
  worst_slack_ps: 383.6
  rsz0062_at_grt: "false"
global_routing:
  overflow: 0
  grt-busiest-layer: "met2"
  grt_pass1_wl_um: 4740
  globalRouteMet2Util_pct: 12.46
  grt_use_met3_pct: 1.226
  grt.met1_usage_pct: 10.25
  grt_max_degree: 15
  gr-usage-all-layers_pct: 7.563
  grt_pass1_vias: 968
  antenna_found_initial: 0
cells_and_area:
  largest_register_ff_count: 8
  drive_above_1_share_pct: 15.86
  fillCellCount: 449
  reg.largest.list: "last: 8 flops"
  layout_top_cell: "clkdlybuf4s50_1"
  mostFrequentLayoutCells: "clkdlybuf4s50_1 (35), nand2_1 (15), nor2_1 (9)"
  regMostFlops: "last"
  finish.instance_area_sq_um: 1359
  area_growth_pct: 51.68
die:
  rows: 24
  core_sq_um: 4354
  die_h_um: 87
  io-pin-count: 37
  fp_util_pct: 20.57
  chipArea_sq_um: 7569
  die_w_um: 87
drt:
  drt-pass1-iter-count: 4
  drtIter0Drc: 94
  wl_um: 3014
  wire_per_inst_um: 15.30
  diodes: 0
  drc: 0
  vias: 957
  viasPerCell: 4.858
  drtAntennaViolNets: 0
synth:
  syn_area_per_cell_sq_um: 8.452
  ys_cells: 106
  synth_cell_types: 40
  yosys_warnings: 6
  yosys_area_sq_um: 895.9
  yosysSeqAreaShare_pct: 22.49
  syn_area_sq_um: 895.9
  numSynthFlops: 8
  synthCells: 106
power:
  p_leak_nw: 0.5168
  powerDensity_nw_per_um2: 168.9
  vdd_ir_drop_max_mv: 0.05740
placed_design:
  numPortBuffers: 36
  placed_cell_area_sq_um: 1306
  pre_cts_slack_ps: 261.8
  dp_hpwl_um: 2610
  gp_congestion: 0.8177
run:
  tool_warnings: 25
  max_cap_violations: 0
hold_path:
  worstHoldPathCells: 2
  min_path_type: "flop to flop"
==> where the power goes <==
group          total (mW)  switching [mW]  internal [mW]
Sequential         0.0725         0.00739         0.0651
Clock              0.0735          0.0232         0.0502
Combinational      0.0836          0.0374         0.0462
==> Yosys cell counts (all sizes together) <==
| cell | number | area (sq um) |
|---|---|---|
| a211oi | 1 | 7.510 |
| a21boi | 1 | 18.77 |
| a21oi | 3 | 15.01 |
| a31oi | 6 | 37.54 |
| and2 | 1 | 6.260 |
| buf | 3 | 33.78 |
| clkbuf | 1 | 3.750 |
| dfrtp | 7 | 175.2 |
| dfstp | 1 | 26.28 |
| inv | 4 | 15.01 |
| mux2 | 6 | 67.56 |
| mux2i | 1 | 10.01 |
| nand2 | 15 | 56.30 |
| nand3 | 1 | 5.000 |
| nand4 | 3 | 25.02 |
| nand4b | 1 | 8.760 |
| nor2 | 10 | 40.04 |
| nor2b | 3 | 18.77 |
| nor3 | 4 | 31.28 |
| nor3b | 3 | 32.53 |
| nor4 | 4 | 61.31 |
| nor4b | 4 | 50.05 |
| o21a | 1 | 7.510 |
| o21ai | 9 | 45.04 |
| o22ai | 3 | 18.77 |
| o31ai | 4 | 30.03 |
| or2 | 1 | 6.260 |
| or3 | 3 | 23.77 |
| or3b | 1 | 8.760 |
| or4b | 1 | 10.01 |
==> final cells by class <==
type	count	area, sq um	area share, %
multi-input combinational	90	646.9	47.61
clock buffer	4	45.04	3.315
timing repair buffer	39	385.4	28.36
sequential	8	201.4	14.83
tap	52	65.06	4.788
inverter	4	15.01	1.105
==> repair_timing <==
item	CTS	global route
hold endpoints to repair	0	0
endpoints found under the setup margin	0	1
resized	0	2
setup buffers	0	0
==> worst min-delay path, cell delays in order, from the launching register on <==
cell and delay, ps:
dfrtp_1 400, nor2_1 110, a31oi_1 40
==> cells by family (layout without fill, tap and decap cells) <==
kind of cell	Yosys count	count (layout)	share of synthesized area [%]
buf+inv	8	47	5.865
flops	8	8	22.49
compound gates	28	28	20.11
mux	7	7	8.659
simple gates	55	55	42.88
==> worst paths after layout <==
check	startpoint	to	slack, ps
setup reg to reg	last[3]	last[6]	3150
min in group asynchronous	reset_n	last[3]	1160
setup / recovery	sp	select[4]	380
hold reg to reg	last[2]	last[2]	590
hold / removal	last[2]	last[2]	590
max in group asynchronous	reset_n	last[0]	4020
==> metal layers <==
| layer | up-vias | part of all wire [%] | routed length [um] |
|---|---|---|---|
| met3 | 2 | 6.8 | 206 |
| met4 | 0 | 1.3 | 38 |
| met2 | 31 | 46 | 1379 |
| met5 | - | 0 | 0 |
| li1 | 483 | - | - |
| met1 | 441 | 46 | 1390 |
==> metrics by stage <==
step                hold slack, ps  utilization, %  total power, mW  std cells
finish                       591.0           31.21           0.2295        197
detailed placement           587.4           30.00           0.1571        193
floorplan                    541.3               -           0.1111        106
global route                 617.1           31.21           0.2456        197
CTS                          593.4           31.03           0.2315        197
global placement             593.0           30.00           0.1576        193
Power is estimated from default activity; no workload was simulated.
